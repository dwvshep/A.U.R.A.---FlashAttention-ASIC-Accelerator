===== ./config.mk =====
export PLATFORM = sky130hd
export DESIGN_NAME = SRAM_ARRAY
export DESIGN_NICKNAME = SRAM_ARRAY
export VERILOG_FILES = /design/flow/design.v
export SDC_FILE = /design/flow/constraint.sdc
export NUM_CORES = 4
export LEC_CHECK = 1
export CORE_UTILIZATION = 50

===== ./constraint.sdc =====
current_design SRAM_ARRAY

set clk_period 21.5
set clk_io_pct 0.2

create_clock -name clk0 -period $clk_period [get_ports {clock}]

set non_clock_inputs [all_inputs -no_clocks]
set_input_delay [expr $clk_period * $clk_io_pct] -clock clk0 $non_clock_inputs
set_output_delay [expr $clk_period * $clk_io_pct] -clock clk0 [all_outputs]

===== ./design.v =====
module SRAM_ARRAY
  #(parameter WIDTH      = 32,
    parameter DEPTH      = 32,
    parameter READ_PORTS = 1,
    parameter BYPASS_EN  = 0    
   )
   ( 
    input                                            clock,
    input                                            reset,
    input        [READ_PORTS-1:0]                    re,      
    input        [READ_PORTS-1:0][$clog2(DEPTH)-1:0] raddr,   
    output logic [READ_PORTS-1:0][WIDTH        -1:0] rdata,   
    input                                            we,      
    input                       [$clog2(DEPTH)-1:0]  waddr,   
    input                       [WIDTH        -1:0]  wdata    
   );
logic [DEPTH-1:0][WIDTH-1:0]  memData;
genvar i;
generate
    for (i = 0; i < READ_PORTS; i++) begin
        always_comb begin
            if (BYPASS_EN != 0) begin : bypass_path
                if (re[i]) begin
                    if (we && (raddr[i] == waddr))
                        rdata[i] = wdata;
                    else
                        rdata[i] = memData[raddr[i]];
                end else begin
                    rdata[i] = '0;
                end
            end else begin : non_bypass_path
                rdata[i] = re[i] ? memData[raddr[i]] : '0;
            end
        end
    end
endgenerate
always_ff @(posedge clock) begin
    if (reset) begin
        memData        <= '0;
    end else if (we) begin
        memData[waddr] <= wdata;
    end
end
endmodule

===== ./run.sh =====
#!/bin/bash
# OpenROAD 26Q1-2900-gdf79404cd8, Yosys 0.63+post, stock flow scripts
make -C /OpenROAD-flow-scripts/flow DESIGN_CONFIG=/design/flow/config.mk WORK_HOME=/design/flow/orfs finish

==> flow_summary.yaml <==
# yosys + openroad results
placement:
  dp_hpwl_um: 108000
  gp_congestion: 0.900
  pre_cts_ws_ps: 8940
  port_buffers: 77
clock_tree:
  clkSinkCount: 1024
  cts_tree: "built"
  clkTransAtPathRegs_ps: 60
  cts_hold_buffers: 0
  cts_setup_buffers: 0
  cts_made_buffers: 108
  clkLatencyLatePin_ps: 710
  htree_num_levels: 3
  root_buffer: "clkbuf_16"
  cts_resized: 0
  clock_path_buffers: 3
logic_synthesis:
  simple_gate_share_pct: 14.6
  yosysMostFrequentCell: "dfxtp_1"
  syn_area_per_cell_sq_um: 9.24
  mux_share_pct: 17.8
  synth.logic.top_family: "AND-OR/OR-AND gates"
  ys_chip_area_sq_um: 48600
  yosys.area.top_type_share_pct: 42.1
  synthAdderAreaFrac_pct: 0.0515
  syn_inst: 5262
  synthTopCellsByArea: "dfxtp_1 42%, mux4_2 10%, a21oi_1 8.3%, o31ai_1 5.9%, mux2i_1 5.9%"
  yosysWarnings: 1
  synthTopCellsByCount: "1024 x dfxtp_1, 804 x a21oi_1, 539 x clkbuf_1"
  synthXorXnorAreaFrac_pct: 0.0360
  ys_seq_elements: 1024
  ff_type: "dfxtp_1"
  postSynthSeqShare_pct: 42.1
  ys_cells: 5262
  ys_types: 54
  yosys.area.top_type: "dfxtp_1"
  syn-cell-area_sq_um: 48600
  synth-edff-count: 0
  ys_sh_aoi_pct: 19.3
  postSynth.asyncResetShare_pct: 0
status:
  status: "complete, no violations"
global_route:
  antenna_found_initial: 8
  grt_pass1_wl_um: 302000
  grt-ovfl-total: 0
  grt.total_usage_pct: 43.8
  grt_max_degree: 112
  use_met2_pct: 60.1
  use_met3_pct: 23.4
  grt_pass1_vias: 44300
  busiest_layer: "met2"
  met1_usage_pct: 59.1
floorplan:
  coreArea_sq_um: 96600
  io_pins: 78
  fp-utilization_pct: 50.4
  die_area_sq_um: 98500
  die-width_um: 314
  fp.dieH_um: 314
  rows: 114
final_timing:
  setup_tns_ps: 0
  worst_slack_ps: 8810
  fmax_mhz: 78.8
  setup_violations: 0
  hold_violations: 0
  grt_setup_unrepaired: "false"
  period_needed_ps: 12690
  period_used_pct: 59.0
  max_slew_margin_pct: 23.0
  worst_pin_slew_ps: 1150
  slew_violations: 0
  fin_skew_ps: 0
  hold_ws_ps: 452
hold_path:
  min_path_type: "reg2reg"
  hold_start: "memData[810]"
worst_setup_path:
  worst_r2r_startpoint: "memData[224]"
  worst_ep_required_time_ps: 17200
  worstSetupPathType: "in2out"
  arrival_ps: 8390
  crit_fanout: 27
  startpoint_type: "input pin"
  startpoint: "raddr[0]"
  end_kind: "primary output"
  r2r_slack_ps: 20760
detailed_routing:
  ant_nets: 0
  drt_wl_total_um: 208000
  first_pass_iters: 6
  vias: 45300
  drt-initial-drc-count: 4687
  via_per_inst: 7.21
  wire_per_inst_um: 33.1
  drc: 0
cells_and_area:
  nFillCells: 8255
  top_regs: "memData x1024"
  largest-register: "memData"
  syn_to_final_growth_pct: 10.2
  drive_gt1_share_pct: 14.4
  fin_util_pct: 55.5
  seqCellArea_sq_um: 20500
  largest_reg_flops: 1024
  logic_area_sq_um: 25600
pwr:
  power_density_nw_per_um2: 81.1
  peakVddDrop_mv: 0.0712
  p_leak_nw: 17.8
  finalPower_mw: 4.34
flow_run:
  cap_violations: 0
  warnings: 34
==> per-layer routing <==
layer,vias to the layer above,share of wire (%)
li1,19000,-
met1,22000,36
met2,3518,42
met3,732,16
met4,19,5.5
met5,-,0.18
==> power breakdown <==
part	leakage (nW)	switching [mW]	internal, mW
clock	1.78	0.817	1.10
sequential	8.25	0.00829	1.91
combinational	7.81	0.401	0.102
total	17.8	1.23	3.12
==> through the flow <==
stage / instance area [sq um] / std cells
after global routing: 53600 / 6272
after floorplan: 48600 / 5262
after global placement: 50000 / 6069
after CTS: 53600 / 6271
after detailed placement: 50000 / 6069
final: 53600 / 6276
==> path summary, 6_finish.rpt <==
check | end | cells after the start
max | rdata[20] | 8
min reg2reg | memData[810] | 2
max reg2reg | memData[224] | 2
min | memData[810] | 2
==> layout make-up <==
cell class,count,share of cell area (%)
inverters,5,0.0490
clock inverters,36,0.682
well taps,1276,2.98
clock buffers,166,6.01
flip-flops and latches,1024,38.2
diodes,5,0.0233
repair buffers,265,4.17
multi-input cells,3499,47.8
==> cells by family (layout without fill, tap and decap cells) <==
group,after synthesis,after routing
buffers and inverters,739,472
AOI/OAI and AO/OA,1585,1585
adders and majority gates,2,2
muxes,576,576
other,0,5
and+or+nand+nor,1334,1334
xor gates and xnor gates,2,2
DFF,1024,1024
==> layout by cell type (no fill, tap or decap), types with 9 or more instances in the layout <==
master	count
a22oi_1	32
mux2i_1	288
clkbuf_8	26
a21oi_1	801
clkbuf_1	30
clkbuf_16	110
o31ai_1	385
clkdlybuf4s50_1	69
nand4_1	420
nand2_1	403
o221ai_1	32
a31oi_1	32
a221oi_1	23
dfxtp_1	1024
clkinv_2	22
buf_4	184
o2111ai_1	9
nand3_1	192
mux4_2	224
nand2b_1	257
o21ai_0	247
mux2_2	64
==> worst max-delay path, stage by stage <==
cell and delay (ps):
buf_6 340, buf_4 620, inv_4 380, nor2_1 970
buf_4 380, a22oi_1 90, a31oi_1 640, clkdlybuf4s50_1 600
Power and IR drop assume default switching activity.
